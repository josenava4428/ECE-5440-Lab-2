`flow/run.sh`:
```
#!/bin/bash
# OpenROAD 26Q1-2900-gdf79404cd8, Yosys 0.63+post, stock flow scripts
make -C /OpenROAD-flow-scripts/flow DESIGN_CONFIG=/design/flow/config.mk WORK_HOME=/design/flow/orfs finish
```
`flow/config.mk`:
```
export PLATFORM = sky130hd
export DESIGN_NAME = Lab2_NAVARRO_Jose
export DESIGN_NICKNAME = Lab2_NAVARRO_Jose
export VERILOG_FILES = /design/flow/design.v
export SDC_FILE = /design/flow/constraint.sdc
export NUM_CORES = 4
export LEC_CHECK = 1
export CORE_UTILIZATION = 30
```
`flow/constraint.sdc`:
```
current_design Lab2_NAVARRO_Jose

set clk_period 2.9
set clk_io_pct 0.2

create_clock -name clk0 -period $clk_period [get_ports {clk}]

set non_clock_inputs [all_inputs -no_clocks]
set_input_delay [expr $clk_period * $clk_io_pct] -clock clk0 $non_clock_inputs
set_output_delay [expr $clk_period * $clk_io_pct] -clock clk0 [all_outputs]
```
`flow/design.v`:
```
module Lab2_NAVARRO_Jose(clk, rst, confirmNumPlayer1, confirmNumPlayer2, accessButton, switch1, switch2, switchAccess, seg1, seg2, segSum, red1, green1, red2, green2);
	input [3:0]  switch1, switch2;
	output [6:0] seg1, seg2, segSum;
	output red1, green1;
	wire [3:0] sum;
	input clk, rst, confirmNumPlayer1, confirmNumPlayer2, accessButton;
	output red2, green2;
	input [3:0] switchAccess;
	wire confirmNumPlayer1Output, confirmNumPlayer2Output, accessButtonOutput;
	wire loadPlayer1Pass, loadPlayer2Pass;
	wire [3:0] player1Num, player2Num; 
	buttonShaper player1ButtonShaper(clk, rst, confirmNumPlayer1, confirmNumPlayer1Output);
	buttonShaper player2ButtonShaper(clk, rst, confirmNumPlayer2, confirmNumPlayer2Output);
	buttonShaper accessControlButtonShaper(clk, rst, accessButton, accessButtonOutput);
	accessController accessController_1(clk, rst, confirmNumPlayer1Output, confirmNumPlayer2Output, switchAccess, accessButtonOutput, loadPlayer1Pass, loadPlayer2Pass, green2, red2);
	loadRegister loadRegister_1(clk, rst, confirmNumPlayer1, switch1, player1Num);
	loadRegister loadRegister_2(clk, rst, confirmNumPlayer2, switch2, player2Num);
	adder adder_1(player1Num, player2Num, sum);
	sevenSegDecoder segNum1(player1Num, seg1);
	sevenSegDecoder segNum2(player2Num, seg2);
	sevenSegDecoder segSumation(sum, segSum); 
	ledToggle led(sum, red1, green1); 
endmodule
module accessController(clk, rst, loadPlayer1, loadPlayer2, passWord, passWordEnter, loadPlayer1Pass, loadPlayer2Pass, green, red);
	input clk, rst, loadPlayer1, loadPlayer2, passWordEnter;
	input [3:0] passWord;
	output loadPlayer1Pass, loadPlayer2Pass, green, red;
	reg loadPlayer1Pass, loadPlayer2Pass, green, red;
	reg passWordFlag;
	reg [2:0] state;
	parameter state0 = 3'b000, state1 = 3'b001;
	parameter state2 = 3'b010, state3 = 3'b011;
	parameter state4 = 3'b100, state5 = 3'b101;
	always @ (posedge clk)
		begin
			if(rst == 0)
				begin
					state <= state0;
				end
			else
				begin
					case(state)
						state0:
							begin
								loadPlayer1Pass <= 1'b0;  
								loadPlayer2Pass <= 1'b0;
								green <= 1'b0;
								red <= 1'b1;
								passWordFlag = 1'b1;
								if(passWordEnter == 1'b1)
									begin
										if(passWord == 4'b0100)
											begin
											end
										else
											begin
												passWordFlag = 1'b0;
											end
										state <= state1;
									end
								else
									begin
										state <= state0;
									end
							end
						state1:
							begin
								loadPlayer1Pass <= 1'b0;  
								loadPlayer2Pass <= 1'b0;
								green <= 1'b0;
								red <= 1'b1;
								if(passWordEnter == 1'b1)
									begin
										if(passWord == 4'b0010)
											begin
											end
										else
											begin
												passWordFlag = 1'b0;
											end
										state <= state2;
									end
								else
									begin
										state <= state1;
									end
							end
						state2:
							begin
								loadPlayer1Pass <= 1'b0;  
								loadPlayer2Pass <= 1'b0;
								green <= 1'b0;
								red <= 1'b1;
								if(passWordEnter == 1'b1)
									begin
										if(passWord == 4'b0000)
											begin
											end
										else
											begin
												passWordFlag = 1'b0;
											end
										state <= state3;
									end
								else
									begin
										state <= state2;
									end
							end
						state3:
							begin
								loadPlayer1Pass <= 1'b0;  
								loadPlayer2Pass <= 1'b0;
								green <= 1'b0;
								red <= 1'b1;
								if(passWordEnter == 1'b1)
									begin
										if(passWord == 4'b0111)
											begin
											end
										else
											begin
												passWordFlag = 1'b0;
											end
										state <= state4;
									end
								else
									begin
										state <= state3;
									end
							end
						state4:
							begin
								if(passWordFlag == 1'b1)
									begin
										state <= state5;			
									end
								else
									begin
										state <= state0;
									end
							end
						state5:
							begin
								red <= 1'b0;
								green <= 1'b1;
								loadPlayer1Pass <= loadPlayer1;
								loadPlayer2Pass <= loadPlayer2;
								if(passWordEnter == 1'b1)
									begin
									state <= state0;
									end
							end
						default:
							begin
								state <= state0;
								passWordFlag = 1'b1;
							end
					endcase
				end
		end
endmodule
module adder(num1, num2, sum);
	input [3:0] num1, num2;
	output [3:0] sum;
	reg [3:0] sum;
	always @ (num1, num2)
		begin
			sum = num1 + num2;
		end
endmodule 
module buttonShaper(clk, rst, buttonInput, buttonOutput); 
	input clk, rst, buttonInput;
	output buttonOutput;
	reg buttonOutput;
	reg [1:0] state, nextState;
	parameter initialState = 2'b00;
	parameter pulseState = 2'b01;
	parameter waitState = 2'b10;
	parameter state3 = 2'b11;
	always @ (posedge clk)
		begin
			if(rst == 0)  
				begin
					state <= initialState;
				end
			else
				begin
					state <= nextState;
				end
		end
	always @ (state, buttonInput)
		begin
			case(state)
				initialState:
					begin
						buttonOutput = 1'b0;
						if(buttonInput == 1)
							begin
								nextState <= initialState;
							end
						else
							begin
								nextState <= pulseState;
							end
					end
				pulseState:
					begin
						buttonOutput = 1'b1;
						nextState <= waitState;
					end
				waitState:
					begin
						buttonOutput = 1'b0;
						if(buttonInput == 1)
							begin
								nextState <= initialState;
							end
						else
							begin
								nextState <= waitState;
							end
					end
				default:
					begin
						buttonOutput = 1'b0;
						nextState = initialState;
					end
			endcase
		end
endmodule 
module ledToggle(sum, red, green);
	input [3:0] sum;
	output red, green;
	reg red, green;
	always @ (sum)
		begin
		if (sum == 15)
			begin
			red = 0;
			green = 1;
			end 
		else
			begin
			red = 1; 
			green = 0;
		end
	end
endmodule			
module loadRegister(clk, rst, loadPlayer, playerInput, playerOutput);
	input clk, rst, loadPlayer;
	input [3:0] playerInput;
	output [3:0] playerOutput;
	reg [3:0] playerOutput;
	always @ (posedge clk)
		begin
			if(rst == 0)
				begin
					playerOutput <= 0;
				end
			else
				begin
					if(loadPlayer == 1) 
						begin
							playerOutput <= playerInput;
						end
				end
		end
endmodule 
module sevenSegDecoder(numIn, numOut);
	input [3:0] numIn;
	output [6:0] numOut;
	reg [6:0] numOut;
	always @ (numIn)
		begin
		case(numIn)
			4'b0000: begin numOut = 7'b1000000; end
			4'b0001: begin numOut = 7'b1111001; end
			4'b0010: begin numOut = 7'b0100100; end
			4'b0011: begin numOut = 7'b0110000; end
			4'b0100: begin numOut = 7'b0011001; end
			4'b0101: begin numOut = 7'b0010010; end
			4'b0110: begin numOut = 7'b0000010; end
			4'b0111: begin numOut = 7'b1111000; end
			4'b1000: begin numOut = 7'b0000000; end
			4'b1001: begin numOut = 7'b0011000; end
			4'b1010: begin numOut = 7'b0001000; end
			4'b1011: begin numOut = 7'b0000011; end
			4'b1100: begin numOut = 7'b1000110; end
			4'b1101: begin numOut = 7'b0100001; end
			4'b1110: begin numOut = 7'b0000110; end
			4'b1111: begin numOut = 7'b0001110; end
			default: begin numOut = 7'b1111111; end
		endcase
	end
endmodule 
```
==> impl_results.rst <==
Run summary
-----------

.. list-table::
   :header-rows: 1

   * - Metric
     - Value
   * - Max-cap viol count
     - 0
   * - CTS H-tree depth
     - 2
   * - Required time reported for the critical path endpoint
     - 2.32 ns
   * - Worst slew margin relative to its limit
     - around three quarters
   * - Highest clock rate
     - roughly 350 MHz
   * - Yosys synthesis warning count
     - 6
   * - Number of design-rule violations left by the first detailed-router iteration
     - 32
   * - Setup slack, reg-to-reg
     - around 1.1 ns
   * - Count of port buffers added during placement
     - roughly 41
   * - Std cell rows
     - 28
   * - Hold Violations, Final
     - 0
   * - Total cell area at the placement stage
     - about 2500 µm²
   * - Worst IR drop on VDD
     - 0.2005 mV
   * - Number of nets with antenna violations after detailed routing
     - 0
   * - Kind of critical path
     - register to output port
   * - Max Transition Viols Final
     - 0
   * - Num CTS Buffers
     - 5
   * - Cell variety after synth
     - ~41
   * - Largest net degree at the start of global routing
     - 13
   * - Detailed-placement wirelength estimate
     - 3094 µm
   * - Depth of the most critical reg-to-reg path
     - 6
   * - Area growth from synthesis to layout
     - 46.36%
   * - Vias after detailed routing
     - 1710
   * - Core Util at FP
     - between 30% and 40%
   * - Horizontal die dimension
     - a little over 80 µm
   * - Shortest clock period the worst path allows after layout
     - 2.888 ns
   * - CTS Buffer Depth
     - 2
   * - Core area
     - between 6000 and 7000 µm²
   * - Startpoint of the lowest-slack register-to-register path
     - loadRegister_2.playerOutput[0]$_SDFFE_PN0P_
   * - Mean routed wirelength per cell
     - 11.92 µm
   * - Largest clock skew in the final design
     - 0.006128 ns
   * - Worst Hold Class
     - register to register
   * - Hold path cells
     - 2
   * - DRC violation count after routing
     - 0
   * - Sum of routed wire length over all layers
     - roughly 4200 µm
   * - Fraction of layout instances using a drive strength above 1
     - 25.99%
   * - Via count of the first global-routing pass
     - 1524
   * - TritonCTS clock tree
     - done
   * - Highest metal layer with signal wires
     - met4
   * - Clock tree root driver cell
     - sky130_fd_sc_hd__clkbuf_8
   * - Type of element capturing the critical path
     - output port
   * - Post-synthesis chip area from yosys
     - about 1900 µm²
   * - Wire length of the first global-routing pass
     - roughly 6600 µm
   * - Proportion of synthesized chip area in sequential cells
     - between 30% and 40%
   * - Total global-route track usage
     - about an eighth
   * - Synth async-reset ratio
     - 0%
   * - Post-route cell area
     - between 2000 and 3000 µm²
   * - Multi-input combinational cell area
     - between 1000 and 1500 µm²
   * - Tool warnings
     - between 40 and 50
   * - Static Leak
     - ~1.2 nW
   * - Synth flops
     - 34
   * - Iteration tally of the first detailed-router pass
     - 4
   * - GRT overflow
     - 0
   * - Reg2Reg Capture Point
     - seg2[3]$_DFF_P_
   * - Syn Std Cell Area
     - just under 2000 µm²
   * - EDFF count, synth
     - 3
   * - Count of final setup violators
     - 0
   * - Hold-critical path endpoint
     - accessController_1.state[4]$_DFF_P_
   * - CP arrival
     - 2.31 ns
   * - Power density over cell area
     - roughly 430 nW/µm²
   * - Routed wire length on met3
     - 155 µm
   * - Result of the run
     - complete, no violations
   * - WL met2
     - around 2000 µm
   * - Number of top-level design ports
     - 42
   * - Most used flip-flop cell after synthesis
     - sky130_fd_sc_hd__dfxtp_1
   * - Filler cells
     - 559
   * - Element type at the critical path start
     - register
   * - DRT met1 WL
     - around 2000 µm
   * - Clock transition at the registers of the reported paths
     - 0.07 ns
   * - Worst Hold Launch
     - accessController_1.state[1]$_DFF_P_
   * - Vertical die size
     - approximately 80 µm
   * - Worst hold margin
     - ~0.48 ns
   * - RSZ-0062 raised after global routing
     - true
   * - Initial antenna violation count
     - 0
   * - Final period utilization
     - between 90% and 100%
   * - Clk latency late pin
     - around 0.28 ns
   * - Post-Synthesis Cells
     - ~210
   * - Worst setup path startpoint
     - loadRegister_2.playerOutput[0]$_SDFFE_PN0P_
   * - Mean instance size in the synthesized netlist
     - slightly above 9 µm²
   * - Worst Path Max Fanout
     - 3
   * - Total die size
     - between 6000 and 7000 µm²
   * - GP Congestion
     - 0.8750
   * - Vias per cell
     - 4.858
   * - Diodes inserted
     - 0
   * - Worst slew pin tran
     - slightly below 0.4 ns
   * - Register cell area after layout
     - roughly 720 µm²
   * - Cells in synth_stat.txt
     - 211
   * - Number of sinks driven by the clock tree
     - 34
[stage by stage]
step | TNS (ns) | power, W | worst slack (ns) | utilization, % | instances
floorplan | 0 | 0.0006898 | 0.4503 | - | 211
CTS | -0.4110 | 0.001209 | -0.2287 | 44.64 | 347
global route | -0.1441 | 0.001308 | -0.05577 | 46.59 | 352
global placement | -0.5565 | 0.0008567 | -0.1616 | 41.63 | 337
finish | 0 | 0.001226 | 0.01195 | 46.59 | 352
detailed placement | -0.7155 | 0.0008563 | -0.1893 | 41.63 | 337
[how the worst max path moves through the flow]
stage            to  cells after the start
4_1_cts   segSum[3]                      5
5_1_grt   segSum[3]                      9
6_report  segSum[3]                      6
[synthesized netlist by cell type (4+ instances only)]
cell type	instances	area, µm²
sky130_fd_sc_hd__a21oi_1	6	30.03
sky130_fd_sc_hd__a22o_1	4	35.03
sky130_fd_sc_hd__clkbuf_1	4	15.01
sky130_fd_sc_hd__dfxtp_1	31	620.6
sky130_fd_sc_hd__ha_1	20	250.2
sky130_fd_sc_hd__inv_1	18	67.56
sky130_fd_sc_hd__mux2_2	9	101.4
sky130_fd_sc_hd__mux2i_1	10	100.1
sky130_fd_sc_hd__nand2_1	18	67.56
sky130_fd_sc_hd__nand2b_1	5	31.28
sky130_fd_sc_hd__nand3_1	13	65.06
sky130_fd_sc_hd__nor2_1	13	48.80
sky130_fd_sc_hd__o211ai_1	6	45.04
sky130_fd_sc_hd__o21ai_0	12	60.06
[routing by layer]
metal / track usage, % / vias to the layer above
li1: - / 884
met4: 2.982 / 0
met2: 20.33 / 31
met5: 0 / -
met1: 18.26 / 791
met3: 2.676 / 4
[cell usage in the layout (no fill, tap or decap), types with 10 or more instances in the layout]
master	synthesis	routed
sky130_fd_sc_hd__buf_4	1	20
sky130_fd_sc_hd__inv_1	18	17
sky130_fd_sc_hd__mux2i_1	10	10
sky130_fd_sc_hd__nand3_1	13	13
sky130_fd_sc_hd__ha_1	20	12
sky130_fd_sc_hd__dfxtp_1	31	26
sky130_fd_sc_hd__nand2_1	18	16
sky130_fd_sc_hd__clkdlybuf4s50_1	0	33
sky130_fd_sc_hd__nor2_1	13	12
sky130_fd_sc_hd__o21ai_0	12	10
[final cells by class]
type	count	area share, %
Clock buffer	5	2.423
Sequential cell	34	25.24
Timing Repair Buffer	64	20.44
Clock inverter	3	0.5727
Multi-Input combinational cell	153	45.64
Tap cell	75	3.304
Inverter	18	2.379
[cells by family (layout without fill, tap and decap cells)]
family | after synthesis | in the layout | share of synthesized area [%]
AOI/OAI and AO/OA | 45 | 45 | 15.60
xor gates and xnor gates | 3 | 3 | 1.354
adders and majority gates | 21 | 21 | 13.93
buffers and inverters | 24 | 90 | 4.899
DFF | 34 | 34 | 36.62
muxes | 20 | 20 | 11.54
and+or+nand+nor | 64 | 64 | 16.05
[repair_timing]
action / in CTS / in global routing
hold buffers: 0 / 0
buffers inserted: 2 / 5
setup endpoints to repair: 9 / 7
resized: 26 / 31
pin swaps: 3 / 3
[sequential cells by signal, indices dropped and copies added, names as in the netlist]
register	cells
accessController_1.passWordFlag	1
loadRegister_2.playerOutput	4
accessControlButtonShaper.state	3
accessController_1.green	1
loadRegister_1.playerOutput	4
seg2	7
accessController_1.state	6
seg1	7
accessController_1.red	1
[critical path, cell delays in order, from the launching register on]
cell,delay [ns]
sky130_fd_sc_hd__dfxtp_2,0.34
sky130_fd_sc_hd__ha_4,0.16
sky130_fd_sc_hd__fa_2,0.61
sky130_fd_sc_hd__buf_6,0.13
sky130_fd_sc_hd__ha_4,0.20
sky130_fd_sc_hd__mux4_2,0.46
sky130_fd_sc_hd__dlymetal6s2s_1,0.14
[where the power goes]
group | total, W | internal [W] | switching, W
registers | 0.000526 | 0.000509 | 0.0000177
clock network | 0.000334 | 0.000164 | 0.000169
logic | 0.000366 | 0.000215 | 0.000151
total | 0.00123 | 0.000887 | 0.000339
Power is estimated from default activity; no workload was simulated.
